$ cat flow/run.sh
#!/bin/bash
# OpenROAD 26Q1-2900-gdf79404cd8, Yosys 0.63+post, stock flow scripts
make -C /OpenROAD-flow-scripts/flow DESIGN_CONFIG=/design/flow/config.mk WORK_HOME=/design/flow/orfs finish
$ cat flow/config.mk
export PLATFORM = sky130hd
export DESIGN_NAME = screen_design
export DESIGN_NICKNAME = screen_design
export VERILOG_FILES = /design/flow/design.v
export SDC_FILE = /design/flow/constraint.sdc
export NUM_CORES = 4
export LEC_CHECK = 1
export CORE_AREA = 10 10 94 94
export DIE_AREA = 0 0 104 104
$ cat flow/constraint.sdc
current_design screen_design

set clk_period 2.6
set clk_io_pct 0.2

create_clock -name clk0 -period $clk_period [get_ports {clk}]

set non_clock_inputs [all_inputs -no_clocks]
set_input_delay [expr $clk_period * $clk_io_pct] -clock clk0 $non_clock_inputs
set_output_delay [expr $clk_period * $clk_io_pct] -clock clk0 [all_outputs]
$ cat flow/design.v
module pixel_itr(
    input wire clk,
    input wire pix_clk,
    input wire rst,
    output wire [9:0] pix_x,
    output wire [9:0] pix_y,
    output wire h_sync,
    output wire v_sync,
    output wire draw_active,
    output wire screen_end,
    output wire draw_end
    );
    parameter h_sync_strt = 16;          
    parameter h_sync_end  = 16 + 96;         
    parameter v_sync_strt = 480 + 10;        
    parameter v_sync_end  = 480 + 10 + 2;   
    parameter h_draw_min  = 16 + 96 + 48;   
    parameter v_draw_max  = 480 - 1;            
    parameter h_max = 800;           
    parameter v_max = 525 - 1;
    reg [9:0] h_pos=0;
	 reg [9:0] v_pos=0; 
    assign h_sync = (h_pos >= h_sync_strt && h_pos < h_sync_end) ? 0 : 1;
    assign v_sync = (v_pos >= v_sync_strt && v_pos < v_sync_end) ? 0 : 1;
    assign pix_x = (h_pos >= h_draw_min) ? h_pos - h_draw_min : 0;        
	 assign pix_y = (v_pos <= v_draw_max) ? v_pos : v_draw_max;        
    assign draw_active = (h_pos < h_draw_min | v_pos > v_draw_max) ? 0 : 1;
    assign screen_end = (h_pos == h_max & v_pos == v_max);
    assign draw_end = (h_pos == h_max & v_pos == v_draw_max);
    always @ (posedge clk) begin
        if (rst) begin
            h_pos <= 0; 
            v_pos <= 0;
        end
        if(pix_clk) begin
            if (h_pos < h_max) begin
                h_pos <= h_pos + 1; 
            end
            else begin
                h_pos <= 0;
                v_pos <= v_pos + 1;
            end
            if (v_pos == v_max) begin
                    v_pos <= 0;
            end
        end
    end
endmodule
module screen_design(
	input clk,
	input rst,
	output h_sync,
	output v_sync,
	output r_out,
	output g_out,
	output b_out
);
reg count = 0, pix_clk = 0;
always @(posedge clk) begin
	if (rst == 1) begin
		count <= 0;
		pix_clk <= 0;
	end 
	if (count == 1) begin
		pix_clk <= 1;
		count <= 0;
	end 
	else begin
		pix_clk <= 0;
		count <= count + 1;
	end
end
wire [9:0] pix_x;
wire [9:0] pix_y;
pixel_itr show(
	.clk(clk),
   .pix_clk(pix_clk),
	.rst(rst),
	.pix_x(pix_x),
	.pix_y(pix_y),
	.h_sync(h_sync),
	.v_sync(v_sync)
);
wire win1, win2, win3, win4;
assign win1 = (pix_y > 400) & (pix_y < 450);
assign win2 = (pix_x > 620) & (pix_x < 630);
assign win3 = (pix_x > 20) & (pix_x< 640); 
assign r_out = win1;
assign g_out = win2;
assign b_out = win3;
endmodule
==> run notes <==
Update from the flow run.

The run finished with clean final reports. The setup slack of the critical path after layout is roughly 0.17 ns. After routing the design area is ~1800 sq um. The post-route non-filler standard cell count is approximately 290. The launch point of the worst register-to-register path is recorded as show.h_pos[6].

The post-detailed-route count of antenna-violating nets is 0. The congestion estimate from routability-driven global placement came to just under 0.9. The worst hold path passes through 0 cells.

The final antenna diode count is 0. The number of cell instances on the worst register-to-register path is 6. Per the TritonCTS log, the buffer count is 3. The clock net in this run drives a total of 22 sinks.

The number of top-level pins is 7. The largest area contributor in the synthesized netlist is sky130_fd_sc_hd__edfxtp_1. The number of pins with negative max-slew slack in the final report is 0. The routed length per instance is approximately 11 um. Counting distinct cell types in the post-synthesis netlist gives approximately 48. The cell with the most instances after synthesis is sky130_fd_sc_hd__nor2_1.

The post-synthesis sequential element count is 22. Setup repair after global routing left no endpoint under its margin. The critical path required time is approximately 2.1 ns. The count of input and output buffers is 6. According to the report, the first pass of detailed routing completed in 3 iterations. The initial antenna violation count was 0.

In this run the VDD rail shows a maximum IR drop of ~0.16 mV. For this run, the total global-route usage over all layers was measured as under 10%. The most used flip-flop cell after synthesis is sky130_fd_sc_hd__dfxtp_1. The chip area from the yosys synthesis statistics is about 1500 sq um. Detailed-route iteration 0 reported a violation count of slightly above 50.

The maximum clock rate is a little over 0.4 GHz. Looking at the reg2reg group, the worst path ends at show.v_pos[1]. The H-tree depth is 1. The row count is 30. The number of warnings reported in the yosys synthesis log is 2.

The startpoint identified for the worst hold timing path is count. Hold repair after CTS inserted 0 buffers. The type of the setup path with the least slack is reg2out.

From bottom edge to top edge, the die measures around 100 um. The pre-CTS setup check shows a worst slack of ~0.20 ns. The startpoint class of the critical path is a flip-flop. The number of cells in the yosys synthesis report is 180.

The portion of the clock cycle consumed by the worst path in the final layout is between 90% and 100%. The die footprint is 10800 sq um. Per the GRT congestion report, total overflow comes to 0. The share of post-route cells with drive strength above 1 is between 10 and 15%. After legalization and detailed placement, the total HPWL measured 2330 um. The final routed DRC violation total is 0. The final setup violation count is 0. Per the OpenROAD floorplan log, the area of the core is just under 7000 sq um. The global-route wire length before repair is roughly 5700 um. The total placed cells including tap cells is approximately 280. Summing over the stages, the warning tally comes to 31. Per the detailed placement report, the placed cell area equals about 1700 sq um. The setup slack of the most critical reg-to-reg path is approximately 0.62 ns. Total power for the finished layout comes to between 600 and 700 uW. The largest net degree at the start of global routing is 14. The horizontal extent of the die is around 100 um.

The signal arrival time at the worst endpoint is 1.91 ns. Sorting the synthesized cells by area gives the leading types as sky130_fd_sc_hd__edfxtp_1, sky130_fd_sc_hd__dfxtp_1, sky130_fd_sc_hd__ha_1. Summed over all failing endpoints, the final setup total negative slack is 0 ns. The final clock skew is between 0.01 and 0.015 ns. Hold-check failures listed in the final report amount to 0. The kind of capture point of the worst setup path is an output port. For the finished layout, the period the worst path requires is around 2.4 ns.

The average footprint of a synthesized cell is between 8 and 9 sq um. The count of flip-flops with a built-in enable after synthesis is 10. TritonCTS built the clock tree.

For reference, the top cells by count after synthesis are sky130_fd_sc_hd__nor2_1, sky130_fd_sc_hd__nand2_1, sky130_fd_sc_hd__a21oi_1, sky130_fd_sc_hd__dfxtp_1, sky130_fd_sc_hd__inv_1. CTS reports a maximum clock tree buffer depth of 2. Per the synth stats, the proportion of register bits with asynchronous set or reset is 0%. The effective utilization at floorplan is between 20% and 30%. The min-delay analysis places its worst path in the category reg2reg.

Wires add up to around 3200 um. In the synthesized netlist, the number of instances is around 180. The number of global-route vias before repair was about 1200.

On the reported timing paths, the clock transition at the registers reads ~0.070 ns. The overall via count from detail_route is ~1300. Looking at the max-slew report, the worst-margin pin has a slew of 0.602 ns. Per the OpenROAD power report, leakage power amounts to between 0.0006 and 0.0007 uW.

Per the run report, area growth between synthesis and finish was 19.5%. The worst-case max-slew headroom was logged as 59.7%. The cell at the root of the clock tree is sky130_fd_sc_hd__clkbuf_8. For this design the ratio of total power to cell area is 365 nW/um^2.

The mapped netlist covers 1510 sq um. The maximum fanout encountered on the critical timing path is 7. The share of the synthesized area in the top cell type is between 10% and 20%. The count of maximum capacitance violations is 0. The terminating pin of the worst hold path is pix_clk.

The sequential element share of the synthesized area is a little over a third. The number of vias per cell is about 4.5. The insertion delay to the later sink of the worst-skew pair is 0.26 ns.
timing repair:
item                       in CTS  in global routing
pin swaps                       0                  5
gates cloned                    0                  0
setup endpoints to repair       2                  2
resized                         3                 11
buffers inserted                1                  2
cell usage in the layout, fill, tap and decap left out, drive strengths merged, types with 2 or more instances in the layout:
cell	netlist	routed
nor2	21	21
nand2	16	16
a21oi	13	13
dfxtp	12	12
inv	12	12
edfxtp	10	10
nand3	9	9
buf	4	9
ha	8	8
o21ai	7	7
nor3	6	6
and3	5	5
xnor2	5	5
or4	4	4
or3	4	4
a31oi	4	4
clkdlybuf4s50	0	4
clkbuf	6	4
xor2	3	3
nand4	2	2
and4	2	2
a211oi	2	2
dlymetal6s2s	0	2
nor2b	2	2
where the power goes:
part	switching, uW	leakage (uW)	internal (uW)
Clock	108	0.0000228	109
Sequential	13.1	0.000204	367
Combinational	30.7	0.000405	29.8
Total	151	0.000632	506
area by class of cell:
| type | instances | area [sq um] |
|---|---|---|
| repair buffers | 15 | 144 |
| multi-input cells | 136 | 906 |
| flip-flops and latches | 22 | 541 |
| well taps | 96 | 120 |
| inverters | 12 | 45.0 |
| clock buffers | 4 | 45.0 |
| fillers | 748 | 5030 |
critical path, cell delays in order (launching register included):
cell	delay, ns
sky130_fd_sc_hd__edfxtp_1	0.44
sky130_fd_sc_hd__buf_6	0.17
sky130_fd_sc_hd__nor2_1	0.09
sky130_fd_sc_hd__nor2_1	0.09
sky130_fd_sc_hd__a21oi_1	0.04
sky130_fd_sc_hd__or4_1	0.41
sky130_fd_sc_hd__clkdlybuf4s50_1	0.42
flip-flops by register name, summed over array words and instances, names as in the netlist:
name,count
pix_clk,1
show.h_pos,10
show.v_pos,10
count,1
cell families after synthesis:
group	share of synthesized area (%)
adder cells (fa/ha/maj)	6.64
multiplexers	0.664
XOR/XNOR	4.65
flip-flops	35.9
AND/OR/NAND/NOR	26.7
AND-OR/OR-AND	19.4
buffers and inverters	6.15
per-layer routing:
metal,part of all wire [%],global-route usage (%),up-vias
li1,-,-,673
met1,52,8.49,614
met2,44,9.41,5
met3,2.9,1.07,2
met4,0.90,0.795,0
met5,0,0,-
worst max path at each step:
stage	start	to	slack [ns]	cells after the start
global route	show.h_pos[5]	h_sync	0.02	6
CTS	show.h_pos[5]	g_out	-0.04	7
finish	show.h_pos[5]	h_sync	0.17	6
through the flow:
stage	hold slack, ns	util [%]
after global placement	0.337	24.7
after detailed placement	0.339	24.7
after CTS	0.355	25.5
after global routing	0.375	26.4
after floorplan	0.331	-
final	0.352	26.4
No activity file was given, so power comes from the tool's default toggle rates.
